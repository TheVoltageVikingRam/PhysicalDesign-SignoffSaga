==> flow/design.v <==
module register_bank #(
parameter WIDTH = 8,
parameter DEPTH = 4
) (
input logic clk,
input logic reset_n,
input logic [$clog2(DEPTH)-1: 0] addr,
input logic write_en,
input logic [WIDTH-1: 0] data_in,
output logic [WIDTH-1: 0] data_out
);
logic [WIDTH-1:0] registers [DEPTH];
always_ff @(posedge clk or negedge reset_n) begin
	if (!reset_n) 
		for (int i=0; i < DEPTH; i++)
			registers[i] <= '0;
	else if (write_en)
		registers[addr] <= data_in;
end
assign data_out = registers[addr];
endmodule
==> flow/run.sh <==
#!/bin/bash
# OpenROAD 26Q1-2900-gdf79404cd8, Yosys 0.63+post, stock flow scripts
make -C /OpenROAD-flow-scripts/flow DESIGN_CONFIG=/design/flow/config.mk WORK_HOME=/design/flow/orfs finish
==> flow/config.mk <==
export PLATFORM = sky130hd
export DESIGN_NAME = register_bank
export DESIGN_NICKNAME = register_bank
export VERILOG_FILES = /design/flow/design.v
export SDC_FILE = /design/flow/constraint.sdc
export NUM_CORES = 4
export LEC_CHECK = 1
export CORE_AREA = 10 10 112 112
export DIE_AREA = 0 0 122 122
==> flow/constraint.sdc <==
current_design register_bank

set clk_period 1.2
set clk_io_pct 0.2

create_clock -name clk0 -period $clk_period [get_ports {clk}]

set non_clock_inputs [all_inputs -no_clocks]
set_input_delay [expr $clk_period * $clk_io_pct] -clock clk0 $non_clock_inputs
set_output_delay [expr $clk_period * $clk_io_pct] -clock clk0 [all_outputs]
==> out/metrics.yaml <==
outcome:
  status: "finished, violations left"
  failed_checks: "negative setup slack"
logic_synthesis:
  ys_cells: 78
  ys_ff: 32
  synth_top_area_share_pct: 56.4
  ys.warnings.count: 2
  ys_area_mm2: 0.00142
  synth.largest_area_cell: "dfrtp_1"
  postSynthAreaPerCell_um2: 18.2
  yosysSeqAreaShare_pct: 56.4
  netlist_area_mm2: 0.00142
  synth_cells: 78
  synth.distinct_cells: 9
  netlist_top_cells_area: "dfrtp_1, mux2_2, mux4_2, mux4_1, nand3b_2"
global_routing:
  grt-ovfl-total: 0
  antenna_found_initial: 0
  grt_pass1_vias: 968
  grt_pass1_wl_um: 5240
  grt_usage_pct: 4.50
  grt_max_degree: 33
clocking:
  clockRootBuffer: "clkbuf_8"
  cts_hold_buf: 0
  path_clk_slew_ns: 0.07
  cts_tree: "done"
  cts_max_level: 2
  clkLatencyLatePin_ns: 0.28
  clock-sinks: 32
  clk_path_buf_depth: 2
  cts_buffers: 5
layout:
  post-route-util_pct: 20.5
  reg_top3: "registers x32"
  syn_to_final_growth_pct: 48.1
  top_register: "registers"
  drive_above_1_share_pct: 66.7
  fillerInstances: 1044
  largest_register_ff_count: 32
floorplan:
  rows: 37
  fp-utilization_pct: 13.9
  die_x_um: 122
  die_height_um: 122
  dieArea_mm2: 0.0149
  ios: 21
  coreArea_mm2: 0.0102
drt:
  route.detailed.drc: 0
  dr.first_iter.drc_count: 30
  detail-route-antenna-nets: 0
  vias_per_cell: 3.28
  wl_per_cell_um: 12.3
  routed_wirelength_um: 3220
  antenna_cells: 0
  first_pass_iters: 4
  num_vias: 860
critical_path:
  critPathBufInv: 1
  required_ns: 0.96
  ff2ff_path_depth: 3
  startpoint_type: "flip-flop"
  crit_family: "multiplexers"
  crit_path_start: "registers[3][6]"
  worstPathCellList: "mux4_2 -> buf_2"
  setup.worst_path.end_class: "output pin"
  timing.rr.start: "registers[2][2]"
  cpMaxStageDelayCell: "mux4_2"
  cp.arrival_ns: 1.29
  crit_type: "flip-flop to output pin"
  cp.depth: 2
  reg2reg_slack_ns: 0.22
  crit_fanout: 2
  r2r_end: "registers[2][2]"
  slowest_delay_ns: 0.49
timing:
  slew_headroom_pct: 86.4
  setup_violations: 8
  fin_crit_ns: 1.53
  setup_slack_ns: -0.325
  tightest_slew_ns: 0.204
  rsz0062_at_grt: "yes"
  finalHoldViolations: 0
  max_freq_mhz: 656
  clock_skew_ns: 0
  fin_crit_sh_pct: 127
  drv_slew: 0
run:
  warning_count: 27
  maxCapViolCount: 0
pwr:
  irDropWorstVdd_v: 0.000392
  leakagePower_uw: 0.000881
  finalPower_uw: 2870
  power_density_mw_per_mm2: 1360
placement:
  gp_congestion: 0.723
  port_buffers: 20
  dp_hpwl_um: 2270
min_path:
  holdCritPathClass: "primary input to asynchronous set/reset pin"
[worst max-delay path by stage]
| stage | slack (ns) | to |
|---|---|---|
| 6_report | -0.33 | data_out[6] |
| 5_1_grt | -0.36 | data_out[6] |
| 4_1_cts | -0.33 | data_out[0] |
[logic make-up (layout without fill, tap and decap cells)]
group	Yosys count	count (layout)	synth area share (%)
muxes	40	40	38.6
DFF	32	32	56.4
and+or+nand+nor	4	4	3.62
buffers and inverters	2	50	1.32
[power by group]
group	leakage, uW	switching (uW)	internal (uW)
sequential	0.000379	94.2	1280
clock	0.0000510	394	457
combinational	0.000452	188	450
[metal layers]
metal	wire length (um)	GRT usage [%]	vias to the layer above
met2	1440	6.63	21
met1	1530	6.37	438
met5	0	0	-
met4	40	0.596	0
met3	199	1.64	6
li1	-	-	395
[Yosys cell counts (all sizes together)]
library cell,instances
dfrtp,32
nand3,1
mux4,8
nand3b,2
mux2,32
buf,2
nor3b,1
[cell type report]
class                           instances  area [um2]  share of cell area [%]
Clock inverter                          2        10.0                   0.476
Sequential cell                        32         801                    38.1
Timing Repair Buffer                   42         419                    20.0
Multi-Input combinational cell         44         618                    29.4
Clock buffer                            6        82.6                    3.93
Tap cell                              136         170                    8.10
[what timing repair did]
| action | CTS | global route |
|---|---|---|
| endpoints found under the setup margin | 40 | 16 |
| pin swaps | 1 | 1 |
| resized | 44 | 10 |
| cloned | 1 | 0 |
| setup buffers | 4 | 2 |
[cells in the final DEF (no fill, tap or decap)]
| cell type | netlist | routed |
|---|---|---|
| buf_12 | 0 | 4 |
| buf_16 | 0 | 1 |
| buf_2 | 0 | 8 |
| buf_4 | 1 | 13 |
| buf_6 | 1 | 4 |
| buf_8 | 0 | 2 |
| clkbuf_8 | 0 | 6 |
| clkdlybuf4s50_1 | 0 | 9 |
| clkinv_2 | 0 | 2 |
| dfrtp_1 | 32 | 32 |
| dlygate4sd2_1 | 0 | 1 |
| mux2_2 | 32 | 25 |
| mux2_4 | 0 | 7 |
| mux4_2 | 6 | 8 |
| nand3_2 | 1 | 1 |
| nand3b_2 | 2 | 2 |
| nor3b_4 | 1 | 1 |
[worst reg2reg max path, stage by stage, from the launching register on]
cell and delay [ns]:
dfrtp_1 0.38, buf_4 0.13, buf_4 0.12, mux2_2 0.25
[metrics by stage]
stage                     hold WS [ns]  area [um2]  cells  worst slack [ns]  setup TNS (ns)
after detailed placement         0.489        1930    247            -0.981          -26.03
after floorplan                -0.0556        1420     78            0.0758               0
after CTS                        0.343        2050    260            -0.331           -2.52
after global placement           0.482        1930    247            -0.991          -25.99
after global routing             0.382        2100    262            -0.363           -2.77
final                            0.323        2100    262            -0.325           -2.41
Power figures rest on the tool's default switching activity, not on a simulated workload.
