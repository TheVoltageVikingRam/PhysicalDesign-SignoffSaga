### design/flow/run.sh
#!/bin/bash
# OpenROAD 26Q1-2900-gdf79404cd8, Yosys 0.63+post, stock flow scripts
make -C /OpenROAD-flow-scripts/flow DESIGN_CONFIG=/design/flow/config.mk WORK_HOME=/design/flow/orfs finish
### design/flow/config.mk
export PLATFORM = sky130hd
export DESIGN_NAME = mult_controller
export DESIGN_NICKNAME = mult_controller
export VERILOG_FILES = /design/flow/design.v
export SDC_FILE = /design/flow/constraint.sdc
export NUM_CORES = 4
export LEC_CHECK = 1
export CORE_UTILIZATION = 50
### design/flow/constraint.sdc
current_design mult_controller

set clk_period 4.3
set clk_io_pct 0.2

create_clock -name clk0 -period $clk_period [get_ports {clk}]

set non_clock_inputs [all_inputs -no_clocks]
set_input_delay [expr $clk_period * $clk_io_pct] -clock clk0 $non_clock_inputs
set_output_delay [expr $clk_period * $clk_io_pct] -clock clk0 [all_outputs]
### design/flow/design.v
module mult_controller #(
    parameter integer WIDTH = 8
)
(
    input logic clk,
    input logic rst_n,
    input logic start,
    input logic signed [WIDTH - 1: 0] multiplicand,
    input logic signed [WIDTH - 1: 0] multiplier,
    output logic signed [2 * WIDTH - 1: 0] product,   
    output logic done
);
    logic clear_product;
    logic shift_product;
    logic add_multiplicand;
    logic [$clog2(WIDTH)+1:0] bit_count;   
    logic signed [WIDTH-1:0] multiplicand_reg;   
    logic signed [2*WIDTH - 1: 0] product_reg;  
    logic sign_adjustment_needed;  
    typedef enum logic [2:0] {
        IDLE,
        LOAD,
        CHECK,
        ADD,
        SHIFT,
        ADJUST,
        COMPLETE
    } state_t;
    state_t state;   
    always_ff @(posedge clk or negedge rst_n) begin
        if (!rst_n) begin
            state <= IDLE;
            bit_count <= '0;
            shift_product <= 1'b0;
            clear_product <= 1'b0;
            add_multiplicand <= 1'b0;
            done <= 1'b0;
            sign_adjustment_needed <= 1'b0;
        end else begin
            case (state) 
                IDLE: begin
                    if (start) begin
                        state <= LOAD;
                        clear_product <= 1'b1;
                        done <= 1'b0;
                    end
                end
                LOAD: begin
                    clear_product <= 1'b0;
                    state <= CHECK;
                    bit_count <= '0;   
                    sign_adjustment_needed <= multiplier[WIDTH-1];
                end
                CHECK: begin
                    if (product_reg[0]) begin
                        state <= ADD;
                        add_multiplicand <= 1'b1;
                    end else begin
                        state <= SHIFT;
                        shift_product <= 1'b1;   
                    end
                end
                ADD: begin   
                    add_multiplicand <= 1'b0;
                    state <= SHIFT;
                    shift_product <= 1'b1;
                end
                SHIFT: begin
                    shift_product <= 1'b0;
                    bit_count <= bit_count + 1;
                    if (bit_count == WIDTH-1) begin
                        state <= sign_adjustment_needed ? ADJUST : COMPLETE;   
                    end else begin
                        state <= CHECK;
                    end
                end
                ADJUST: begin
                    add_multiplicand <= 1'b1;
                    state <= COMPLETE;
                end
                COMPLETE: begin
                    add_multiplicand <= 1'b0;
                    state <= IDLE;
                    done <= 1'b1;
                end
            endcase
        end
    end
    always_ff @(posedge clk or negedge rst_n) begin
        if (!rst_n) begin
            multiplicand_reg <= '0;
            product_reg <= '0;
        end else begin
            if (clear_product) begin
                multiplicand_reg <= multiplicand;
                product_reg <= {{WIDTH{1'b0}}, multiplier};
            end else if (add_multiplicand) begin
                if (state == ADJUST) begin   
                    product_reg[2*WIDTH-1: WIDTH] <= product_reg[2*WIDTH-1: WIDTH] - multiplicand_reg;
                end else begin
                    product_reg[2*WIDTH-1:WIDTH] <= product_reg[2*WIDTH-1:WIDTH] + multiplicand_reg;   
                end
            end else if (shift_product) begin
                product_reg <= product_reg >>> 1;
            end
        end
    end
    assign product = product_reg;
endmodule
==> flow_summary.ini <==
; implementation run metrics
[timing]
period_needed_ns = 2.52
finalSetupViolCount = 0
rsz0062_at_grt = false
fin_skew_ns = 0.00595
fin_crit_sh = 0.586
tns_ns = 0
tightest_slew_ns = 0.543
slew_violations = 0
hold_viol_final = 0
fmax_mhz = 397
slew_headroom = 0.638

[status]
status = completed

[final_layout]
layout_top_cells = dfrtp_1 (40), clkdlybuf4s50_1 (34), nand2_1 (24)
stdcell_count = 307
drive_gt1_frac = 0.0739
comb_area_um2 = 1030
largest_register_ffs = 16
num-fill-cells = 312
seqCellArea_um2 = 1030
area_growth_pct = 21.9
lay_top_count = dfrtp_1

[synthesis]
ys_top_logic_family = AND-OR/OR-AND gates
ys_sh_simple = 0.136
yosys_area_um2 = 2150
xor_area_frac = 0.0448
synth_cell_type_count = 36
synth_flops = 41
ys_seq_share = 0.478
syn_inst = 222
ys_warn_count = 1
syn-cell-area_um2 = 2150
avgSynthCellArea_um2 = 9.68
adder_share = 0.0617
ys_sh_aoi = 0.161
muxShareOfSynthArea = 0.0763
ys_cells = 222

[hold_path]
hold_depth = 1
min_path_type = flip-flop to flip-flop

[place]
placedCellCount = 299
gp_congestion = 0.852
port_buffers = 35
dp_hpwl_mm = 2.96

[clock_network]
post_cts_buffers = 0
clk_path_buf_depth = 2
cts_resized = 0
cts-buffers-inserted = 5
insertion_delay_ns = 0.29
clk_pin_slew_ns = 0.08
postCtsHoldBufs = 0
numClockSinks = 41
cts_root_buf = clkbuf_8
htreeDepth = 2
cts_tree = yes

[floorplan]
die_h_um = 67.6
rows = 23
fp-utilization = 0.530
dieArea_um2 = 4570
pin_count = 36
fp.coreArea_um2 = 4060
die_w_um = 67.6

[routing]
drc = 0
drt_wl_total_mm = 4.09
antenna_left = 0
antenna_cells_inserted = 0
viasPerCell = 5.52
drt-wirelength-per-cell_um = 13.3
drtIter0Drc = 84
firstDrtPassIters = 4
via_count = 1696

[critical_path]
worstPathMaxFanout = 3
critPathRequiredTime_ns = 4.48
cp.arrival_ns = 2.70
reg2reg_depth = 10
end_kind = flip-flop
critPathLaunchType = flip-flop
worst-setup-path-type = flip-flop to flip-flop

[grt]
grt_usage = 0.210
met2_usage = 0.318
overflow = 0
grt.met1_usage = 0.324
grtUsageMet3 = 0.0342
antenna_found_initial = 0
grt-busiest-layer = met1
grt_max_degree = 42
grt_pass1_vias = 1532
grt_pass1_wl_mm = 6.91

[flow_run]
warnings = 26
drv_cap = 0

[power_and_ir_drop]
max-vdd-ir-drop_mv = 0.214
p_per_area_nw_per_um2 = 250
power_leakage_nw = 1.19
metrics by stage:
step / power, mW / area (um^2) / setup slack [ns] / hold slack (ns) / util
floorplan: 0.394 / 2150 / 1.97 / 0.432 / -
global placement: 0.417 / 2530 / 1.90 / 0.448 / 0.624
detailed placement: 0.418 / 2530 / 1.83 / 0.452 / 0.624
CTS: 0.663 / 2620 / 1.80 / 0.465 / 0.646
global route: 0.685 / 2620 / 1.60 / 0.486 / 0.646
finish: 0.655 / 2620 / 1.78 / 0.468 / 0.646
cell families (layout without fill, tap and decap cells):
family | Yosys count | count (layout)
mux | 16 | 16
fa+ha+maj | 10 | 10
xor+xnor | 11 | 11
buf+inv | 24 | 59
compound gates | 57 | 57
simple gates | 63 | 63
flops | 41 | 41
synthesized netlist by cell type, drive strengths merged:
| master | number | share of area |
|---|---|---|
| dfrtp | 40 | 0.47 |
| nand2 | 24 | 0.042 |
| o21ai | 20 | 0.047 |
| nor2 | 17 | 0.030 |
| inv | 14 | 0.024 |
| a21oi | 13 | 0.032 |
| mux2i | 13 | 0.061 |
| xnor2 | 10 | 0.041 |
| a211oi | 9 | 0.031 |
| ha | 9 | 0.052 |
| clkbuf | 7 | 0.012 |
| a31oi | 5 | 0.015 |
| nor2b | 5 | 0.015 |
| a21o | 4 | 0.014 |
| nand2b | 4 | 0.012 |
| nor3 | 4 | 0.012 |
| buf | 3 | 0.0058 |
| mux2 | 3 | 0.016 |
| nand3 | 2 | 0.0047 |
| o41ai | 2 | 0.0082 |
| or2 | 2 | 0.0058 |
| a41oi | 1 | 0.0041 |
| and2 | 1 | 0.0029 |
| dfstp | 1 | 0.012 |
| fa | 1 | 0.0093 |
| nand3b | 1 | 0.0035 |
| nand4 | 1 | 0.0029 |
| nor4 | 1 | 0.0029 |
| o21bai | 1 | 0.0035 |
| o22a | 1 | 0.0041 |
| o22ai | 1 | 0.0029 |
| or4 | 1 | 0.0035 |
| xor2 | 1 | 0.0041 |
per-layer routing:
layer	vias to the layer above	part of all wire
li1	837	-
met1	798	0.45
met2	47	0.47
met3	14	0.046
met4	0	0.032
met5	-	0
critical path, stage by stage, from the launching register on:
cell and delay [ns]:
dfrtp_1 0.38, inv_1 0.08, ha_1 0.27, mux2i_1 0.11
fa_1 0.46, a21o_1 0.18, a21oi_2 0.16, nor2b_1 0.07
or4_1 0.41, a41oi_1 0.21, nor2_1 0.06
final timing paths:
kind / from / endpoint / slack (ns)
setup / recovery: multiplicand_reg[0] / product_reg[14] / 1.78
hold / removal: sign_adjustment_needed / state[3] / 0.47
setup reg to reg: multiplicand_reg[0] / product_reg[14] / 1.78
hold reg to reg: sign_adjustment_needed / state[3] / 0.47
max in group asynchronous: rst_n / state[0] / 3.32
min in group asynchronous: rst_n / state[6] / 0.62
final cells by class:
cell class | count | area share
multi-input cells | 157 | 0.394
flip-flops and latches | 41 | 0.392
repair buffers | 37 | 0.138
clock buffers | 5 | 0.0263
well taps | 50 | 0.0239
inverters | 14 | 0.0201
clock inverters | 3 | 0.00669
power by group:
group          total, mW  switching (mW)  internal, mW
combinational     0.0244         0.00965        0.0148
clock              0.245           0.133         0.112
sequential         0.385               0         0.385
total              0.655           0.143         0.512
Power and IR drop assume default switching activity.
