==> /design/flow/design.v <==
module ram_controller #(
parameter ADDR_WIDTH = 8,
parameter DATA_WIDTH = 32
) (
input logic clk,
input logic reset_n,
input logic read_en,
input logic write_en,
input logic [ADDR_WIDTH-1:0] addr,
input logic [DATA_WIDTH-1:0] write_data,
output logic [DATA_WIDTH-1:0] read_data,
output logic ready
);
typedef enum logic [1:0] {
IDLE = 2'b00,
READ_CYCLE = 2'b01,
WRITE_CYCLE = 2'b10
} state_t;
state_t state;
logic [DATA_WIDTH-1:0] mem [2**ADDR_WIDTH-1:0];
always_ff @(posedge clk or negedge reset_n) begin
	if (!reset_n) begin
		state <= IDLE;
		ready <= 1'b1;
		read_data <= '0;
	end else begin
		case(state)
		IDLE: begin
			if (read_en) begin
				 state <= READ_CYCLE;
				 ready <= 1'b0;
			end else if (write_en) begin
				state <= WRITE_CYCLE;
				ready <= 1'b0;
			end else begin
				ready <= 1'b1;
			end
		end
		READ_CYCLE: begin
			read_data <= mem[addr];
			state <= IDLE;	
			ready <= 1'b1;
			end
		WRITE_CYCLE: begin
			mem[addr] <= write_data;
			state <= IDLE;
			ready <= 1'b1;
			end
		default: begin
			state <= IDLE;
			ready <= 1'b1;
			end
	       endcase
	   end	
	end
endmodule
==> /design/flow/run.sh <==
#!/bin/bash
# OpenROAD 26Q1-2900-gdf79404cd8, Yosys 0.63+post, stock flow scripts
make -C /OpenROAD-flow-scripts/flow DESIGN_CONFIG=/design/flow/config.mk WORK_HOME=/design/flow/orfs finish
==> /design/flow/config.mk <==
export PLATFORM = sky130hd
export DESIGN_NAME = ram_controller
export DESIGN_NICKNAME = ram_controller
export VERILOG_FILES = /design/flow/design.v
export SDC_FILE = /design/flow/constraint.sdc
export NUM_CORES = 4
export LEC_CHECK = 1
export CORE_UTILIZATION = 40
==> /design/flow/constraint.sdc <==
current_design ram_controller

set clk_period 9.5
set clk_io_pct 0.2

create_clock -name clk0 -period $clk_period [get_ports {clk}]

set non_clock_inputs [all_inputs -no_clocks]
set_input_delay [expr $clk_period * $clk_io_pct] -clock clk0 $non_clock_inputs
set_output_delay [expr $clk_period * $clk_io_pct] -clock clk0 [all_outputs]
==> results.rst <==
Implementation results
======================

.. list-table::
   :header-rows: 1

   * - Metric
     - Value
   * - List of cells traversed by the critical path
     - buf_2 > buf_4 > buf_4 > nand4_4 > buf_4 > nor2_4 > buf_4 > a2111oi_0 > nand3_1 > nor4_1 > nand4_1 > nor4_1 > buf_4 > a221oi_1
   * - Core ar.
     - 746000 sq um
   * - Violations in the final reports
     - max-capacitance violations, max-slew violations
   * - Register bit count reported by yosys
     - roughly 8000
   * - Fraction of layout cells with a size suffix above 1
     - 15.5%
   * - Post-route clock skew
     - about 0.12 ns
   * - Launching point of the worst reg2reg path
     - mem[22][1]
   * - Max Used Layer
     - met5
   * - Power Density
     - 210 nW/um^2
   * - Number of DRC violations after detailed-routing iteration 0
     - 14453
   * - Worst Hold Endpoint
     - ready
   * - DRC Markers
     - 0
   * - Leading cell type in the layout, fill and taps excluded
     - sky130_fd_sc_hd__edfxtp_1
   * - Core utilization before placement
     - 40.2%
   * - Slew margin rel.
     - -10.9%
   * - Postcts setup bufs
     - 0
   * - Mean post-synth cell area
     - 18.2 sq um
   * - CTS max path bufs
     - 4
   * - Leakage
     - roughly 110 nW
   * - GP Congestion
     - 1.04
   * - Routed length on met1
     - 309000 um
   * - Crit path time final
     - 7.69 ns
   * - H-tree depth
     - 6
   * - Chip footprint
     - 752000 sq um
   * - WHS Path Cells
     - 1
   * - CTS root buf
     - sky130_fd_sc_hd__clkbuf_16
   * - Share of flip-flops with an asynchronous set or reset
     - 0.438%
   * - Count of buffers from port buffering
     - 76
   * - Fmax
     - 130 MHz
   * - Final count of hold timing violations
     - 0
   * - Status
     - finished, violations left
   * - Clk Latency, worst-skew pair
     - 1.30 ns
   * - R2R depth
     - 8
   * - Number of nets with antenna violations after routing
     - 0
   * - Router iterations before antenna repair
     - 9
   * - Sinks on the clock net
     - about 8000
   * - Hold buffer count at cts
     - 0
   * - Vias in the first global route
     - 180017
   * - Largest net degree at the start of global routing
     - 118
   * - Type of element capturing the critical path
     - flop
   * - Nature of the critical path startpoint
     - primary input
   * - Post-detailed-routing wire length
     - 1120000 um
   * - Via Count
     - 175306
   * - Count of pins on the block boundary
     - 77
   * - Post-DP HPWL
     - approximately 730000 um
   * - Global-route wire length before repair
     - around 1500000 um
   * - TritonCTS clock tree
     - built
   * - Crit-path most repeated cell
     - sky130_fd_sc_hd__buf_4
   * - Ys flop type
     - sky130_fd_sc_hd__edfxtp_1
   * - Number of OpenROAD warnings
     - 48
   * - Crit path from
     - addr[0]
   * - Vertical die dimension
     - 867 um
   * - Chip area estimate from yosys synthesis
     - approximately 300000 sq um
   * - Antenna violations before repair
     - 97
   * - Number of enable-type register cells in the synthesized netlist
     - 8192
   * - Die outline width
     - 867 um
   * - Start point of the worst min-delay path
     - state[0]
   * - Transition at the pin with the smallest max-transition slack
     - 1.66 ns
   * - Number of standard cells after synthesis
     - 16421
   * - Fraction of the cycle the final worst path needs
     - 80.9%
   * - Register clock-pin slew on the reported worst setup and hold paths
     - 0.06 ns
   * - Post-synthesis cell type count
     - ~58
   * - Most used cells in the layout excluding fill and tap cells
     - sky130_fd_sc_hd__edfxtp_1, sky130_fd_sc_hd__a22oi_1, sky130_fd_sc_hd__buf_4, sky130_fd_sc_hd__clkbuf_16, sky130_fd_sc_hd__nand2_1
   * - WL met2
     - 474000 um
   * - Overflow left after global routing
     - 0
   * - Maximum net fanout on the critical path
     - 21
   * - Arrival time at the worst endpoint
     - 8.80 ns
   * - RSZ-0062 raised after global routing
     - false
   * - Yosys cell count
     - 16421
   * - Cts repair resizes
     - 0
   * - Setup-failing EPs final
     - 0
   * - Final Max Tran Viols
     - 7
   * - Critical path required time
     - 10.62 ns
   * - Tally of max-capacitance violations
     - 2
   * - Sequential share of the synthesized area
     - 82.4%
   * - Post-synth design cell area
     - approximately 300000 sq um
   * - Largest stage delay, worst path
     - 1.41 ns
   * - Number of core rows
     - 317
   * - Yosys warns
     - 2
   * - Area growth, synth to finish
     - 15.2%
   * - Wirelength per Cell
     - 40.1 um
   * - Worst r2r dst
     - read_data[1]
   * - Worst setup path class
     - in -> reg
   * - Total CTS buffers
     - 788
   * - GRT Overall Usage
     - 32.5%
   * - Worst hold slack after final layout
     - 0.466 ns
   * - Reg2Reg Setup Slack
     - roughly 4.5 ns
   * - Critical path's slowest cell
     - sky130_fd_sc_hd__nor4_1
   * - Routed wl met3
     - 237000 um
   * - Final-layout setup total negative slack
     - 0 ns
   * - Vias per std cell
     - around 6.3
   * - Largest voltage drop on the vdd net
     - 0.223 mV
   * - Worst min-delay path class
     - reg -> reg
metal layers:
layer / vias up / track usage [%]
li1: 71295 / -
met1: 86401 / 32.2
met2: 14469 / 42.6
met3: 2927 / 30.5
met4: 214 / 19.4
met5: - / 9.98
where the power goes:
part	switching, W	leakage [nW]	internal, W	total (W)
sequential	0.000191	74.0	0.0400	0.0401
clock	0.0136	11.9	0.0166	0.0302
combinational	0.00178	19.5	0.000454	0.00223
total	0.0156	105	0.0570	0.0726
how the worst max path moves through the flow:
stage | end | slack [ns] | cells past startpoint
after CTS | read_data[1] | 2.48 | 14
after global routing | read_data[1] | 2.05 | 14
final | read_data[1] | 1.81 | 14
flip-flops by register name (all words and copies together), names as in the netlist:
register   flops
ready          1
state          3
read_data     32
mem         8192
per-stage QoR:
| step | power, W | utilization (%) | instances | cell area [sq um] | setup WS, ns |
|---|---|---|---|---|---|
| floorplan | 0.0413 | - | 16421 | 300000 | 3.10 |
| finish | 0.0726 | 46.3 | 28004 | 345000 | 1.81 |
| global placement | 0.0430 | 42.9 | 26453 | 320000 | 1.19 |
| global route | 0.0742 | 46.2 | 27964 | 345000 | 2.05 |
| detailed placement | 0.0430 | 42.9 | 26453 | 320000 | 1.22 |
| CTS | 0.0727 | 46.2 | 27889 | 345000 | 2.48 |
cell families after synthesis:
| kind of cell | after synthesis | share of synthesized area, % |
|---|---|---|
| flip-flops | 8228 | 82.4 |
| AND-OR/OR-AND | 4732 | 11.9 |
| AND/OR/NAND/NOR | 2360 | 4.02 |
| buffers and inverters | 1101 | 1.64 |
layout make-up:
class	count	area, sq um
Clock inverter	430	3820
Tap cell	9889	12400
Timing Repair Buffer	1244	9870
Fill cell	61181	401000
Inverter	1	3.75
Sequential cell	8228	247000
Antenna cell	114	285
Clock buffer	1006	20700
Multi-Input combinational cell	7092	50900
synth_stat cells, types with 28 or more instances:
cell type	number	area [sq um]
sky130_fd_sc_hd__nand4_1	323	2020
sky130_fd_sc_hd__buf_1	124	465
sky130_fd_sc_hd__and3_1	151	945
sky130_fd_sc_hd__or4_1	30	225
sky130_fd_sc_hd__nand3_1	165	826
sky130_fd_sc_hd__a21oi_1	258	1290
sky130_fd_sc_hd__o211ai_1	53	398
sky130_fd_sc_hd__nor3_1	326	1630
sky130_fd_sc_hd__dfrtp_1	34	851
sky130_fd_sc_hd__nor4_1	200	1250
sky130_fd_sc_hd__a22oi_1	3080	23100
sky130_fd_sc_hd__nor2_1	435	1630
sky130_fd_sc_hd__a32oi_1	28	245
sky130_fd_sc_hd__edfxtp_1	8192	246000
sky130_fd_sc_hd__buf_2	383	1920
sky130_fd_sc_hd__o22ai_1	379	2370
sky130_fd_sc_hd__buf_4	39	293
sky130_fd_sc_hd__o21ai_0	46	230
sky130_fd_sc_hd__a2111oi_0	77	674
sky130_fd_sc_hd__clkbuf_1	534	2000
sky130_fd_sc_hd__a221oi_1	190	1660
sky130_fd_sc_hd__a222oi_1	151	1510
sky130_fd_sc_hd__a22o_1	405	3550
sky130_fd_sc_hd__nand2_1	617	2320
worst max-delay path, delay by kind of cell:
family / cells / cell delay (ns)
buffers and inverters: 6 / 1.96
AND-OR/OR-AND: 2 / 0.66
AND/OR/NAND/NOR: 6 / 4.15
Power is estimated from default activity; no workload was simulated.
